===== ./run.sh =====
#!/bin/bash
# OpenROAD 26Q1-2900-gdf79404cd8, Yosys 0.63+post, stock flow scripts
make -C /OpenROAD-flow-scripts/flow DESIGN_CONFIG=/design/flow/config.mk WORK_HOME=/design/flow/orfs finish

===== ./constraint.sdc =====
current_design alarm

set clk_period 2.5
set clk_io_pct 0.2

create_clock -name clk0 -period $clk_period [get_ports {clk}]

set non_clock_inputs [all_inputs -no_clocks]
set_input_delay [expr $clk_period * $clk_io_pct] -clock clk0 $non_clock_inputs
set_output_delay [expr $clk_period * $clk_io_pct] -clock clk0 [all_outputs]

===== ./design.v =====
`timescale 1ns / 1ps
module alarm(
    input clk,
    input [4:0] almhr,
    input almmup,
    input almen,
    output reg[5:0] hr,
    output reg[5:0] min,
    input en,
    input snooze
    );
    always @(posedge clk)begin
    if(almmup & en==0)begin
    if(min<59)min<=min+1;
    else if(min==59 & hr<23)begin
    min<=0;
    hr<=hr+1;
    end
    else if(min==59 & hr==23) begin
    min<=0;
    hr<=0;
    end
    end
    if(en==0)begin
    hr<=almhr%24;
    end
    else if(en & snooze)begin
    if(min<54)min<=min+5;
    else if(min==55 & hr<23)begin
    min<=0;
    hr<=hr+1;
    end
    else if(min==55 & hr==23) begin
    min<=0;
    hr<=0;
    end
    end
    end
endmodule

===== ./config.mk =====
export PLATFORM = sky130hd
export DESIGN_NAME = alarm
export DESIGN_NICKNAME = alarm
export VERILOG_FILES = /design/flow/design.v
export SDC_FILE = /design/flow/constraint.sdc
export NUM_CORES = 4
export LEC_CHECK = 1
export CORE_AREA = 10 10 99 99
export DIE_AREA = 0 0 109 109

==> qor.csv <==
metric;value;unit
R2R Path Start;min[1]$_DFF_P_;
cell type contributing the most total cell area after synthesis;dfxtp_1;
via count of the first global-routing pass;803;
Final Skew;3.89;ps
tally of filler cells in the layout;857;
cell area after technology mapping;905;sq um
FF/Latch Area;240;sq um
proportion of synthesized flip-flops having asynchronous set or reset;0;%
RR Endpoint;hr[0]$_DFF_P_;
RePlAce Congestion;0.790;
CP Data Arrival Time;2130;ps
Pre-Repair DR Iteration Count;4;
Max rail drop VDD;0.200;mV
largest net degree at the start of global routing;15;
number of instances in the synthesized netlist;110;
core area;7730;sq um
mean area per synthesized cell;8.22;sq um
CP max FO;9;
share of the cycle needed by the critical path after routing;78.6;%
number of hold-repair buffers added at the cts stage;0;
CP endpoint kind;flip-flop;
final tally of setup violations;0;
class of the most critical setup path;input port to flip-flop;
insertion delay at the late pin of the worst-skew pair;240;ps
slew of the pin with the lowest slew margin;401;ps
main area contributors;dfxtp_1 27%, nand2_1 5.0%, a31oi_1 4.1%, ha_1 4.1%, o21ai_0 3.3%;
die outline width;109;um
quantity of I/O buffers inserted on ports;20;
remaining global-route overflow;0;
number of unique standard cell types used by synthesis;49;
synthesis-to-layout area growth;38.2;%
crit start category;input port;
antenna diode count;0;
drt first-iter violations;54;
Sinks on Clock Net;12;
Yosys Warn Count;1;
outcome;complete, no violations;
Register-to-Register Setup Slack;560;ps
post-cts gate resize count;0;
antenna violations before repair;0;
Min-Delay Endpoint;hr[5]$_DFF_P_;
fraction of the yosys area taken by sequential cells;26.6;%
I/O pin cnt;22;
maximum number of buffers from clock root to sink;2;
clock buffer count from CTS;3;
DRC;0;
detailed placer's ending HPWL;1920;um
Post-DRT Antenna Nets;0;
placed cell area;1210;sq um
number of cells in the yosys synthesis report;110;
Synth Flop Type;dfxtp_1;
Critical Path Start;en;
Flops after synth;12;
total global-route track usage;3.90;%
H-tree lvl count;1;
count of flip-flops with a built-in enable after synthesis;0;
std cell rows;32;
worst hold path cell count;2;
multi-input gate area in the final layout;611;sq um
Via-to-Cell Ratio;3.88;
buffer count from post-CTS setup fixing;0;
DIE AREA;11900;sq um
area figure in the yosys stat output;905;sq um
minimum clock period after layout;1970;ps
final routed wire length divided by cell count;10.6;um
number of warnings in the stage logs;26;
post-route cell area;1250;sq um
setup total negative slack;0;ps
Worst slew margin;72.6;%
CP Data Required Time;2670;ps
R2R cell count;5;
number of hold violations in the final report;0;
clock-pin transition on the worst setup and hold timing paths;50;ps
effective utilization at floorplan;11.7;%
root buffer selected by CTS;clkbuf_8;
total power density per cell area;799;nW/um^2
static leakage;0.436;nW
Vias;893;
worst hold path type;flip-flop to flip-flop;
die height;109;um
max-cap viol count;0;
total wirelength of the detailed-routed design;2430;um
area share, top type;26.6;%
wire length of the first global-routing pass;3820;um
share of final-layout standard cells stronger than drive strength 1;9.38;%
startpoint of the lowest-slack hold path;hr[5]$_DFF_P_;
unrepaired setup endpoints after global routing;no;
peak clock frequency supported by timing;509;MHz
clock tree from TritonCTS;done;
Slew Viols, Final;0;
layout make-up:
class | instances | area share, %
inverters | 4 | 1.20
multi-input cells | 87 | 48.8
flip-flops and latches | 12 | 19.2
clock buffers | 3 | 3.30
repair buffers | 22 | 17.2
well taps | 102 | 10.2
where the power goes:
part / internal [mW] / total (mW) / switching (mW)
registers: 0.254 / 0.379 / 0.126
logic: 0.265 / 0.444 / 0.179
clock network: 0.106 / 0.175 / 0.0687
total: 0.624 / 0.998 / 0.374
routing by layer:
metal	GRT usage, %	vias to the layer above	share of wire [%]
li1	-	467	-
met3	1.43	2	7.5
met2	6.26	12	44
met1	4.97	412	47
met4	0.659	0	1.2
met5	0	-	0
cells in the mapped netlist, drive strengths merged (2+ instances only):
| library cell | n |
|---|---|
| a21boi | 2 |
| nor3 | 3 |
| nor2 | 4 |
| o2111ai | 2 |
| and3 | 2 |
| nand2 | 12 |
| or4 | 4 |
| o21bai | 2 |
| inv | 4 |
| dfxtp | 12 |
| a21oi | 3 |
| ha | 3 |
| a31oi | 6 |
| buf | 6 |
| o31ai | 3 |
| o21ai | 6 |
| nand3b | 4 |
| and2 | 3 |
| nand4 | 2 |
| a32o | 2 |
critical path, cell delays in order:
cell	delay (ps)
clkdlybuf4s50_1	570
and4b_2	300
a2bb2oi_2	120
or4_1	480
a31oi_1	160
placed cells by master, fill, tap and decap left out, types with 2 or more instances in the layout:
cell	instances
inv_1	4
nand2_1	12
and2_1	3
clkbuf_8	3
or4_1	4
ha_1	3
buf_4	2
o31ai_1	3
a31oi_1	6
dfxtp_1	12
o21ai_0	6
nand3b_1	3
clkdlybuf4s50_1	20
o2111ai_1	2
nand4_1	2
a21boi_0	2
a32o_1	2
nor2_1	4
and3_1	2
nor3_1	3
a21oi_1	3
cell families after synthesis:
group / Yosys count / synth area share (%)
XOR/XNOR: 1 / 0.968
AND-OR/OR-AND: 39 / 32.2
flip-flops: 12 / 26.6
buffers and inverters: 11 / 5.95
AND/OR/NAND/NOR: 42 / 27.8
multiplexers: 2 / 2.35
adder cells (fa/ha/maj): 3 / 4.15
flip-flops by register name (all words and copies together), names as in the netlist:
signal and cells:
hr 6, min 6
how the worst max path moves through the flow:
stage	to	depth (start not counted)	slack (ps)
4_1_cts	hr[0]$_DFF_P_	5	520
5_1_grt	hr[1]$_DFF_P_	5	380
6_report	hr[0]$_DFF_P_	5	530
stage by stage:
step	hold WS (ps)	total power [mW]	cells	utilization (%)	setup WS (ps)
floorplan	421	0.657	110	-	774
global placement	491	0.834	227	15.6	314
detailed placement	491	0.835	227	15.6	264
CTS	511	1.02	230	16.2	524
global route	553	1.10	230	16.2	379
finish	501	0.998	230	16.2	534
Power is estimated from default activity; no workload was simulated.
