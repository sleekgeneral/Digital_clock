$ cat design/flow/run.sh
#!/bin/bash
# OpenROAD 26Q1-2900-gdf79404cd8, Yosys 0.63+post, stock flow scripts
make -C /OpenROAD-flow-scripts/flow DESIGN_CONFIG=/design/flow/config.mk WORK_HOME=/design/flow/orfs finish
$ cat design/flow/config.mk
export PLATFORM = sky130hd
export DESIGN_NAME = stopwatch
export DESIGN_NICKNAME = stopwatch
export VERILOG_FILES = /design/flow/design.v
export SDC_FILE = /design/flow/constraint.sdc
export NUM_CORES = 4
export LEC_CHECK = 1
export CORE_UTILIZATION = 40
$ cat design/flow/constraint.sdc
current_design stopwatch

set clk_period 5.8
set clk_io_pct 0.2

create_clock -name clk0 -period $clk_period [get_ports {clk}]

set non_clock_inputs [all_inputs -no_clocks]
set_input_delay [expr $clk_period * $clk_io_pct] -clock clk0 $non_clock_inputs
set_output_delay [expr $clk_period * $clk_io_pct] -clock clk0 [all_outputs]
$ cat design/flow/design.v
`timescale 1ns / 1ps
module stopwatch(
    input clk,
    input reset,
    input start,
    output reg [3:0] reg_d0, reg_d1, reg_d2, reg_d3
    );
reg [22:0] ticker;
wire click,clkout;
tenhzclk clky(clk,clkout);
always @ (posedge clkout or posedge reset)
begin
 if(reset)
  ticker <= 0;
 else if(ticker) 
  ticker <= 0;
 else if(start) 
  ticker <= ticker + 1;
end
assign click = ((ticker)?1'b1:1'b0);
always @ (posedge clkout or posedge reset)
begin
 if (reset)
  begin
   reg_d0 <= 0;
   reg_d1 <= 0;
   reg_d2 <= 0;
   reg_d3 <= 0;
  end
 else if (click)
  begin
   if(reg_d0 == 9)
   begin  
    reg_d0 <= 0;
    if (reg_d1 == 9) 
    begin  
     reg_d1 <= 0;
     if (reg_d2 == 5)
     begin 
      reg_d2 <= 0;
      if(reg_d3 == 9) 
       reg_d3 <= 0;
      else
       reg_d3 <= reg_d3 + 1;
     end
     else 
      reg_d2 <= reg_d2 + 1;
    end
    else 
     reg_d1 <= reg_d1 + 1;
   end 
   else 
    reg_d0 <= reg_d0 + 1;
  end
end
endmodule
`timescale 1ns / 1ps
module clkDivider(input clk, output reg clkOut);
reg [25:0] count;
always @(negedge clk)
begin
    count <= count + 1;
    if (count == 50000000)
    begin
        clkOut <= ~clkOut;
        count <=0;
    end
end
endmodule
module tenhzclk(input clk, output reg clkOut);
reg [25:0] count;
always @(negedge clk)
begin
    count <= count + 1;
    if (count == 2500000)
    begin
        clkOut <= ~clkOut;
        count <=0;
    end
end
endmodule
module jkff(
    input j,
    input k,
    input clr,
    input clk,
    output reg q
    );
    always@(negedge clk, posedge clr)
    begin
    if(clr|(~j&k))
    begin
     q<=0;
    end
    else if(j&~k)
    begin
        q<=1;
    end
    else if(~j&~k)
    begin
        q<=q;
    end
    else
    begin
        q<=~q;
    end
    end
endmodule
==> flow_summary.json <==
{
  "warnings": 54,
  "h-tree-depth": 1,
  "grt_max_degree": 41,
  "yosys.stat.seqShare_pct": 56.22,
  "cts_setup_buffers": 0,
  "setup_violations": 0,
  "port_buffers": 18,
  "cp.arrival_ps": 4880,
  "worst_pin_slew_ps": 615.3,
  "worstPathRequired_ps": 8920,
  "slowest_delay_ps": 360,
  "syn2layout_area_growth_pct": 17.70,
  "crit_path_start_kind": "register",
  "ys_async_sr_fraction_pct": 59.09,
  "vdd_drop_max_uv": 119.5,
  "worst-setup-path-type": "register to register",
  "rsz0062_at_grt": "false",
  "fin_util_pct": 49.48,
  "cpMaxStageDelayCell": "dfxtp_1",
  "intPower_mw": 0.2621,
  "core_sq_um": 6459,
  "syn-instance-count": 240,
  "post-dp-hpwl_um": 2841,
  "hold-worst-slack_ps": 463.8,
  "num_vias": 1793,
  "period_needed_ps": 1753,
  "drc": 0,
  "leakagePower_nw": 1.431,
  "synth_area_sq_um": 2715,
  "cp-end-kind": "register",
  "cts_max_path_buffers": 2,
  "cp_cell_sequence": "nor4_1 -> nand2_1 -> nor4_2 -> buf_4 -> a311oi_1 -> a41o_1",
  "ctsResizeCount": 0,
  "ctsHoldBuffers": 0,
  "path_max_fanout": 11,
  "num-fill-cells": 570,
  "die_height_um": 84.39,
  "drv_cap": 0,
  "final.period_utilization_pct": 30.23,
  "min-delay-start": "clky.count[0]",
  "ys_ff": 66,
  "crit_start": "clky.count[20]",
  "grt-ovfl-total": 0,
  "rows": 29,
  "yosysWarnings": 2,
  "edf_count": 1,
  "ys_types": 48,
  "unclocked_pins": 39,
  "clock_latency_ps": 340,
  "clkPwrFrac_pct": 46.7,
  "postPlaceCellArea_sq_um": 3053,
  "hold_end": "clky.count[0]",
  "ant_nets": 0,
  "gp_congestion": 0.8278,
  "cts_tree": "done",
  "layout_top_cell": "inv_1",
  "combPwrFrac_pct": 2.4,
  "untimed_endpoints": 35,
  "dp_cells": 352,
  "r2r-end": "clky.count[18]",
  "skew_ps": 11.89,
  "synth_area_per_cell_sq_um": 11.31,
  "clock.fmax_mhz": 570.4,
  "grt_pass1_wl_um": 7493,
  "ys_area_sq_um": 2715,
  "synth-main-ff-cell": "dfrtp_1",
  "switching_share_pct": 29.22,
  "finalSetupTns_ps": 0,
  "powerDensity_nw_per_um2": 115.9,
  "num_antenna_cells": 0,
  "p_sw_mw": 0.1082,
  "drtIter0Drc": 132,
  "status": "finished clean",
  "drive_gt1_share_pct": 6.230,
  "reg2reg_slack_ps": 4050,
  "die_w_um": 84.39,
  "fin_area_sq_um": 3196,
  "grt_pass1_vias": 1740,
  "reg2regPathDepth": 6,
  "final_layout_top_logic_cells": "42 x inv_1, 39 x dfrtp_1, 26 x dfxtp_1",
  "path_clk_slew_ps": 40,
  "drv_slew": 0,
  "hold_class": "register to register",
  "ys_cells": 240,
  "vias_per_cell": 4.694,
  "yosysTopAreaCellShare_pct": 35.94,
  "fp_util_pct": 42.04,
  "p_seq_share_pct": 50.9,
  "io_pins": 19,
  "hold_viol": 0,
  "final_cells": 382,
  "synth_top_cell_by_area": "dfrtp_1",
  "worstReg2RegStart": "clky.count[20]",
  "area_leaders": "dfrtp_1 36%, dfxtp_1 19%, xnor2_1 6.1%",
  "antenna_found_initial": 0,
  "cts-root-buf": "clkbuf_8",
  "die_area_sq_um": 7121,
  "routedWlPerCell_um": 11.00,
  "wl_um": 4203,
  "grt_util_all_layers_pct": 12.89,
  "maxSlewHeadroom_pct": 58.98,
  "cts_made_buffers": 3,
  "min_delay_path_depth": 1,
  "dr.pass1.iters": 4
}
power by group through the flow:
stage,Sequential [mW],Clock [mW],Combinational [mW]
CTS,0.188,0.183,0.00960
global route,0.188,0.201,0.0110
finish,0.188,0.173,0.00886
flip-flops by register name, indices dropped and copies added, names as in the netlist:
signal	cells
ticker	23
reg_d3	4
reg_d1	4
reg_d2	4
clky.count	26
clky.clkOut	1
reg_d0	4
layer usage:
| layer | global-route usage (%) | part of all wire [%] | vias to the layer above |
|---|---|---|---|
| met5 | 0 | 0 | - |
| met2 | 18.33 | 42 | 26 |
| met1 | 21.58 | 55 | 821 |
| met3 | 2.590 | 3.1 | 0 |
| met4 | 2.619 | 0 | 0 |
| li1 | - | - | 946 |
stage by stage:
stage	total power [mW]	worst slack (ps)
finish	0.3703	4047
global route	0.4000	3927
CTS	0.3807	4062
detailed placement	0.2302	4081
global placement	0.2299	4068
floorplan	0.2262	4142
kinds of logic after synthesis:
family	share of synthesized area, %
simple gates	20.51
flops	56.22
xor+xnor	10.00
buf+inv	3.778
compound gates	5.900
fa+ha+maj	1.843
mux	1.613
other cells	0.1381
critical path: cells and delay by family, from the launching register on:
family	cells	cell delay [ps]
DFF	1	360
buffers and inverters	1	250
AOI/OAI and AO/OA	2	280
and+or+nand+nor	3	750
final cells by class:
class	count	area, sq um	share of cell area, %
clock buffers	3	41.29	1.292
clock inverters	28	105.1	3.289
inverters	14	52.55	1.644
multi-input cells	172	1164	36.41
flip-flops and latches	66	1526	47.77
well taps	77	96.34	3.015
repair buffers	22	210.2	6.578
cell usage after synthesis (all sizes together), types with 2 or more instances:
cell / number
a21oi: 2
a41oi: 2
and2: 2
and3: 10
and4: 5
buf: 3
clkbuf: 3
dfrtp: 39
dfxtp: 26
ha: 4
inv: 15
mux2: 3
nand2: 12
nand3: 8
nand4: 11
nor2: 19
nor2b: 5
nor3: 2
nor3b: 2
nor4: 7
nor4b: 3
o2111ai: 2
o21ai: 4
o2bb2ai: 2
or4: 2
xnor2: 19
xor2: 12
worst max-delay path by stage:
stage	slack, ps	depth (start not counted)	endpoint
6_report	4050	6	clky.count[18]
5_1_grt	3930	5	clky.count[23]
4_1_cts	4060	6	clky.count[18]
Power and IR drop assume default switching activity.
