===== flow/run.sh =====
#!/bin/bash
# OpenROAD 26Q1-2900-gdf79404cd8, Yosys 0.63+post, stock flow scripts
make -C /OpenROAD-flow-scripts/flow DESIGN_CONFIG=/design/flow/config.mk WORK_HOME=/design/flow/orfs finish

===== flow/config.mk =====
export PLATFORM = sky130hd
export DESIGN_NAME = clkDivider
export DESIGN_NICKNAME = clkDivider
export VERILOG_FILES = /design/flow/design.v
export SDC_FILE = /design/flow/constraint.sdc
export NUM_CORES = 4
export LEC_CHECK = 1
export CORE_AREA = 10 10 93 93
export DIE_AREA = 0 0 103 103

===== flow/constraint.sdc =====
current_design clkDivider

set clk_period 6.1
set clk_io_pct 0.2

create_clock -name clk0 -period $clk_period [get_ports {clk}]

set non_clock_inputs [all_inputs -no_clocks]
set_input_delay [expr $clk_period * $clk_io_pct] -clock clk0 $non_clock_inputs
set_output_delay [expr $clk_period * $clk_io_pct] -clock clk0 [all_outputs]

===== flow/design.v =====
`timescale 1ns / 1ps
module clkDivider(input clk, output reg clkOut);
reg [25:0] count;
always @(negedge clk)
begin
    count <= count + 1;
    if (count == 50000000)
    begin
        clkOut <= ~clkOut;
        count <=0;
    end
end
endmodule
module tenhzclk(input clk, output reg clkOut);
reg [25:0] count;
always @(negedge clk)
begin
    count <= count + 1;
    if (count == 2500000)
    begin
        clkOut <= ~clkOut;
        count <=0;
    end
end
endmodule
module jkff(
    input j,
    input k,
    input clr,
    input clk,
    output reg q
    );
    always@(negedge clk, posedge clr)
    begin
    if(clr|(~j&k))
    begin
     q<=0;
    end
    else if(j&~k)
    begin
        q<=1;
    end
    else if(~j&~k)
    begin
        q<=q;
    end
    else
    begin
        q<=~q;
    end
    end
endmodule

==> notes.md <==
Notes on the flow outputs.

- The flow ran to the end, and the final reports show no timing, DRC or antenna violations.
- The max-slew check reports its worst relative slack as 57.66%.
- The maximum vdd ir drop is 0.00009848 V.
- The number of buffers and inverters on the critical path is 1.
- The residual antenna-violating net count after detailed routing reads 0.
- The category of the worst setup path capture point is an output pin.
- TritonRoute output was used to compute an average wire per cell of 9.176 um.
- The vertical die size reads 103 um.
- The post-synth area from yosys stat is 0.001192 mm^2.
- The largest stage delay on the critical path is 460 ps.
- The number of setup buffers added after CTS is 0.
- The worst-case register-to-register setup slack is 4120 ps.
- During I/O placement, the number of pins put on the boundary was 2.
- The count of standard-cell rows is 30.
- The final report gives the core utilization as 21.31%.
- The total detailed-routing wirelength is 2193 um.
- Entering global routing, the biggest net connects 15 pins.
- Before placement the cells fill 17.65% of the core.
- Of the cells placed in the final design, the portion with a size suffix greater than 1 is 5.031%.
- After synthesis, the cell types taking the most area are sky130_fd_sc_hd__dfxtp_1 (44%), sky130_fd_sc_hd__xnor2_1 (7.3%), sky130_fd_sc_hd__nand3_1 (5.9%).
- The area of the core reads 0.006756 mm^2.
- The sequential cell area is 550.5 um^2.
- The report lists the cells along the critical path as clkdlybuf4s50_1.
- The met3 usage in global routing is 2.505%.
- All stages included, the depth of the critical timing path comes to 1.
- The aggregate global routing overflow is 0.
- The final-report hold violation count reads 0.
- The clock slew at the register clock pins of the worst setup and hold paths reads 40 ps.
- The synthesis-to-layout area growth reads 20.78%.
- For this block, the initial DRC count from the detailed router was 82.
- Counting every instance in the synthesized netlist gives 129.
- Looking at area per cell type in the netlist, the leader is sky130_fd_sc_hd__dfxtp_1.
- The critical path maximum fanout is 2.
- The detailed router placed 948 vias in this run.
- The critical path class reads flip-flop to output pin.
- The global-route met1 utilization is 5.833%.
- At the end of routability-driven placement, the weighted congestion stood at 0.8202.
- For this run, the number of Yosys warnings is 1.
- Sequential cells were found to cover 46.17% of the synthesized design area.
- The clock tree root driver cell is sky130_fd_sc_hd__clkbuf_8.
- The routed layout reports a DRC error count of 0.
- Once detailed placement completed, the half-perimeter wirelength came to 1498 um.
- The worst setup skew after layout is 15.54 ps.
- The overall track demand over capacity in global routing is 4.360%.
- The maximum buffer depth of the clock tree is 2.
- The via count of the first global-routing pass is 942.
- The standard cell with the maximum stage delay on the critical path reads sky130_fd_sc_hd__clkdlybuf4s50_1.
- The data required time at the worst endpoint is 4880 ps.
- The nature of the critical path startpoint is a flip-flop.
- The power per cell area reads 241.3 mW/mm^2.
- The final sum of negative setup slack is 0 ps.
- The sink count of the clock tree reads 27.
- The floorplan step set the die width to 103 um.
- The number of buffers created by CTS is 3.
- The number of cells reported by Yosys stat comes to 129.
- CTS built an H-tree with a depth of 1.
- The leakage power reads 0.0005888 uW.
- The total setup violations reported at the end of the flow is 0.
- The report gives the cell count of the worst hold path as 1.
- Setup repair after global routing left no endpoint under its margin.
- The post-cts hold-fix buffer tally is 0.
- The first global-routing pass estimated 3822 um of wire.
- The number of antenna violations at the first check in global routing reads 0.
- The dominant delay contributor by cell family on the critical path is buffers and inverters.
- The highest-utilization routing layer at the global route stage is met1.
- For this run, global-route usage on met2 was measured as 5.314%.
- The number of warning messages in the logs reads 53.
- The antenna diode instance count reads 0.
- The clock tree from TritonCTS reads yes.
- The worst endpoint data arrival time is 4180 ps.
- The combined area of all synthesized cells is 0.001192 mm^2.
- The worst register-to-register path depth is 5.
- The number of max-capacitance violations reported is 0.
- The area fraction of the dominant cell type after synthesis reads 43.65%.
- The die area reads 0.01061 mm^2.
- The first-pass iteration count of the detailed router is 4.
- The design draws 347.5 uW.
- The script logs the ratio of routed vias to standard cells as 3.967.
- Post-CTS repair ended up resizing 0 cells.
- The number of distinct library cell variants in the gate-level netlist after synthesis reads 27.
- The class of the tightest hold or removal check is flip-flop to flip-flop.
- The tally of buffers added on design ports is 1.
- The synthesized area divided by synthesized cell count is 9.243 um^2.
- Pins over their slew limit in the final report were tallied at 0.
- The area of combinational cells with multiple inputs reads 614.3 um^2.
- The slew at the pin with the worst max-slew slack is 630.2 ps.
- The later pin in the worst-skew pair is clocked with a latency of 350 ps.
- The synthesis-stage register bit count is 27.
- Per the layout report, the design carries 736 filler cells.
[area by class of cell]
cell class	count	share of cell area, %
multi-input cells	96	42.66
flip-flops and latches	27	38.23
clock inverters	28	7.298
well taps	80	6.950
clock buffers	3	2.867
repair buffers	2	1.216
inverters	3	0.7819
[metal layers]
| metal | share of wire [%] | routed length [um] | vias up |
|---|---|---|---|
| li1 | - | - | 516 |
| met1 | 54 | 1187 | 416 |
| met2 | 39 | 858 | 16 |
| met3 | 6.7 | 146 | 0 |
| met4 | 0 | 0 | 0 |
| met5 | 0 | 0 | - |
[synthesized netlist by cell type, drive strengths merged]
cell,instances
a21oi,2
dfxtp,26
xor2,7
nor2b,1
nand3b,2
nor3,4
edfxtp,1
o31ai,1
mux2i,1
and3,7
o21ai,5
or3,2
nor4bb,1
o211ai,1
nor2,12
ha,2
buf,2
inv,4
nand3,14
nand2,11
nand4,6
xnor2,10
and4,4
nor4b,3
[registers in the layout, indices dropped and copies added (netlist names)]
signal	flops
clkOut	1
count	26
[kinds of logic (layout without fill, tap and decap cells)]
| family | after synthesis | count (layout) | share of synthesized area, % |
|---|---|---|---|
| xor gates and xnor gates | 17 | 17 | 12.49 |
| muxes | 1 | 1 | 0.8395 |
| and+or+nand+nor | 67 | 67 | 31.90 |
| AOI/OAI and AO/OA | 9 | 9 | 4.197 |
| adders and majority gates | 2 | 2 | 2.098 |
| DFF | 27 | 27 | 46.17 |
| buffers and inverters | 6 | 36 | 2.308 |
[placed cells by master, fill, tap and decap left out, types with 3 or more instances in the layout]
cell type,instances
sky130_fd_sc_hd__nor3_1,4
sky130_fd_sc_hd__clkbuf_8,3
sky130_fd_sc_hd__and3_1,4
sky130_fd_sc_hd__nand4_1,6
sky130_fd_sc_hd__nor4b_1,3
sky130_fd_sc_hd__nand2_1,10
sky130_fd_sc_hd__nand3_1,14
sky130_fd_sc_hd__xnor2_1,10
sky130_fd_sc_hd__and3_4,3
sky130_fd_sc_hd__nor2_1,12
sky130_fd_sc_hd__inv_1,31
sky130_fd_sc_hd__and4_1,4
sky130_fd_sc_hd__xor2_1,7
sky130_fd_sc_hd__dfxtp_1,26
sky130_fd_sc_hd__o21ai_0,5
[where the power goes]
part	internal (uW)	switching [uW]	total (uW)
Sequential	178	0	178
Combinational	0	0	0.000197
Clock	68.2	101	169
Total	247	101	348
[path summary, 6_finish.rpt]
path / from / end
worst min-delay path: count[23] / count[23]
worst max register to register: count[9] / count[15]
worst max-delay path: clkOut / clkOut
worst min register to register: count[23] / count[23]
[per-stage QoR]
step / hold slack [ps] / instance area (um^2) / instances / worst slack, ps
2_1_floorplan: 435.7 / 1192 / 129 / 1501
3_3_place_gp: 459.5 / 1297 / 209 / 1045
5_1_grt: 504.2 / 1440 / 239 / 657.3
4_1_cts: 471.9 / 1440 / 239 / 673.9
3_5_place_dp: 465.2 / 1297 / 209 / 1048
6_report: 469.7 / 1440 / 239 / 700.9
No activity file was given, so power comes from the tool's default toggle rates.
